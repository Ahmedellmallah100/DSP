<file path="config.mk">
export PLATFORM = sky130hd
export DESIGN_NAME = DSP
export DESIGN_NICKNAME = DSP
export VERILOG_FILES = /design/flow/design.v
export SDC_FILE = /design/flow/constraint.sdc
export NUM_CORES = 4
export LEC_CHECK = 1
export CORE_UTILIZATION = 30
</file>
<file path="constraint.sdc">
current_design DSP

set clk_period 17.0
set clk_io_pct 0.2

create_clock -name clk0 -period $clk_period [get_ports {clk}]

set non_clock_inputs [all_inputs -no_clocks]
set_input_delay [expr $clk_period * $clk_io_pct] -clock clk0 $non_clock_inputs
set_output_delay [expr $clk_period * $clk_io_pct] -clock clk0 [all_outputs]
</file>
<file path="design.v">
module DSP (
    A, B, C, BCIN,
    CARRYOUT, CARRYOUTF, CARRYIN,
    D, M, P,
    clk, OPMODE,
    CEA, CEB, CEC, CECARRYIN, CED, CEM, CEOPMODE, CEP,
    RSTA, RSTB, RSTC, RSTCARRYIN, RSTD, RSTM, RSTOPMODE, RSTP,
    BCOUT, PCIN, PCOUT
);
parameter A0REG = 0;
parameter A1REG = 1;
parameter B0REG = 0;
parameter B1REG = 1;
parameter CREG = 1, DREG = 1, MREG = 1, PREG = 1, CARRTINREG = 1, CARRYOUTREG = 1, OPMODEREG = 1;
parameter CARRYINSEL = "OPMODE5";
parameter B_INPUT = "DIRECT";
parameter RSTTYPE = "SYNC";
input  [17:0] A, B, BCIN;
input  [47:0] C;
output CARRYOUT, CARRYOUTF;
input CARRYIN;
input  [17:0] D;
output [35:0] M;
output [47:0] P;
input clk;
input [7:0] OPMODE;
input CEA, CEB, CEC, CECARRYIN, CED, CEM, CEOPMODE;
input CEP, RSTA, RSTB, RSTC, RSTCARRYIN, RSTD, RSTM, RSTOPMODE, RSTP;
output [17:0] BCOUT;
input  [47:0] PCIN;
output [47:0]  PCOUT;
wire [7:0] OPMODE_REG;
wire [17:0] B_cascade;
wire [17:0] a0_reg, b0_reg;
wire [47:0] c_reg;
wire [17:0] d_reg;
wire [17:0] a1_reg, b1_reg;
wire [17:0] pre_adder_sub;
wire [17:0] mux1;
wire [35:0] mul_out;
wire [35:0] mul_reg;
wire carry_cascade;
wire carryin_reg;
reg [47:0] x_reg, z_reg;
wire [47:0] post_add_sub;
MUX #(.RSTTYPE(RSTTYPE), .sel(OPMODEREG), .size(8)) opmode_reg (.in(OPMODE), .out(OPMODE_REG), .en(CEOPMODE), .clk(clk), .rst(RSTOPMODE)); 
assign B_cascade = (B_INPUT == "DIRECT") ? B : (B_INPUT == "CASCADE") ? BCIN : 17'b0; 
MUX #(.RSTTYPE(RSTTYPE), .sel(A0REG), .size(18)) A0_REG (.in(A), .out(a0_reg), .en(CEA), .clk(clk), .rst(RSTA)); 
MUX #(.RSTTYPE(RSTTYPE), .sel(B0REG), .size(18)) B0_REG (.in(B_cascade), .out(b0_reg), .en(CEB), .clk(clk), .rst(RSTB)); 
MUX #(.RSTTYPE(RSTTYPE), .sel(CREG),  .size(48)) C_REG  (.in(C), .out(c_reg), .en(CEC), .clk(clk), .rst(RSTC)); 
MUX #(.RSTTYPE(RSTTYPE), .sel(DREG),  .size(18)) D_REG  (.in(D), .out(d_reg), .en(CED), .clk(clk), .rst(RSTD)); 
MUX #(.RSTTYPE(RSTTYPE), .sel(A1REG), .size(18)) A1_REG (.in(a0_reg), .out(a1_reg), .en(CEA), .clk(clk), .rst(RSTA)); 
assign pre_adder_sub = (OPMODE_REG[6] == 1'b0) ? b0_reg + d_reg : b0_reg - d_reg;
assign mux1 = (OPMODE_REG[4] == 1'b0) ? b0_reg : pre_adder_sub;
MUX #(.RSTTYPE(RSTTYPE), .sel(B1REG), .size(18)) B1_REG (.in(mux1), .out(b1_reg), .en(CEB), .clk(clk), .rst(RSTB)); 
assign BCOUT = b1_reg; 
assign mul_out = a1_reg * b1_reg;
MUX #(.RSTTYPE(RSTTYPE), .sel(MREG), .size(36)) Mul_reg (.in(mul_out), .out(mul_reg), .en(CEM), .clk(clk), .rst(RSTM)); 
assign M = mul_reg; 
assign carry_cascade = (CARRYINSEL == "OPMODE5") ? OPMODE[5] : (CARRYINSEL == "CARRYIN") ? CARRYIN : 1'b0; 
MUX #(.RSTTYPE(RSTTYPE), .sel(CARRTINREG), .size(1)) CARRYIN_REG (.in(carry_cascade), .out(carryin_reg), .en(CECARRYIN), .clk(clk), .rst(RSTCARRYIN)); 
always @(*) begin
    case (OPMODE_REG[1:0])
        2'b00: x_reg = 48'b0;
        2'b01: x_reg = {12'b0, mul_reg};
        2'b10: x_reg = P;
        2'b11: x_reg = {d_reg[11:0], a1_reg, b1_reg};
        default: x_reg = 48'b0;
    endcase
end
always @(*) begin
    case (OPMODE_REG[3:2])
        2'b00: z_reg = 48'b0;
        2'b01: z_reg = PCIN;
        2'b10: z_reg = P;
        2'b11: z_reg = c_reg;
        default: z_reg = 48'b0;
    endcase
end
assign {carryout_in, post_add_sub} = (OPMODE_REG[7] == 1'b0) ? z_reg + x_reg + carryin_reg : z_reg - (x_reg + carryin_reg);
MUX #(.RSTTYPE(RSTTYPE), .sel(CARRYOUTREG), .size(1)) CARRYOUT_REG (.in(carryout_in), .out(CARRYOUT), .en(CECARRYIN), .clk(clk), .rst(RSTCARRYIN)); 
assign CARRYOUTF = CARRYOUT; 
MUX #(.RSTTYPE(RSTTYPE), .sel(PREG), .size(48)) P_REG (.in(post_add_sub), .out(P), .en(CEP), .clk(clk), .rst(RSTP)); 
assign PCOUT = P; 
endmodule  
 module MUX (in,out,en,clk,rst);
    parameter RSTTYPE = "SYNC";
    parameter sel     = 1;
    parameter size    = 18;
    input  [size-1:0] in;
    input   rst, clk, en;
    output [size-1:0] out;
    reg [size-1:0] in_reg;
    generate
        if (RSTTYPE == "SYNC") begin
            always @(posedge clk) begin
                if (rst)
                    in_reg <= 0;
                else if (en)
                    in_reg <= in;
            end
        end else begin
            always @(posedge clk or posedge rst) begin
                if (rst)
                    in_reg <= 0;
                else if (en)
                    in_reg <= in;
            end
        end
    endgenerate
    assign out =(sel)? in_reg:in;
endmodule  
</file>
<file path="run.sh">
#!/bin/bash
# OpenROAD 26Q1-2900-gdf79404cd8, Yosys 0.63+post, stock flow scripts
make -C /OpenROAD-flow-scripts/flow DESIGN_CONFIG=/design/flow/config.mk WORK_HOME=/design/flow/orfs finish
</file>
==> PnR_summary.wiki <==
== Run summary ==
{| class="wikitable"
! Metric !! Value
|-
| Run status || completed
|-
| WP data arrival || 8.58 ns
|-
| Row count || between 100 and 150
|-
| Post-route fraction of the period consumed by the critical path || ~48%
|-
| Count of flip-flops with a built-in enable after synthesis || 0
|-
| Number of DRC violations after detailed-routing iteration 0 || 1321
|-
| Init Core Util || about 30%
|-
| Post-synthesis sequential element count || 195
|-
| Detailed-route DRC error count || 0
|-
| Biggest fanout along the worst timing path || 5
|-
| Number of synthesis warnings || 8
|-
| Leakage || between 15 and 20 nW
|-
| Most frequently placed logic cells in the final layout || 459 x inv_1, 321 x clkdlybuf4s50_1, 293 x nand2_1
|-
| Synth Area per Inst || just over 8 um^2
|-
| Hold_buf cts || 0
|-
| Area enclosed by the die boundary || around 93000 um^2
|-
| Number of global-route vias before repair || around 23000
|-
| Met2 usage || 31.4%
|-
| Synthesized netlist cell count || roughly 3400
|-
| Average routed wire per standard cell || between 15 and 20 um
|-
| Placeable core area || 90700 um^2
|-
| Latest clock arrival within the worst-skew pair || 0.54 ns
|-
| Buffers from clock root to sink, at most || 2
|-
| M3 GR Usage || 6.61%
|-
| Maximum capacitance violations || 0
|-
| Total count of max-transition violations in the final report || 0
|-
| Count of instantiated cells in the yosys netlist || around 3400
|-
| Sum of negative setup slack || 0 ns
|-
| Tool Warnings || 91
|-
| Worst slew margin relative to its limit || 48.9%
|-
| Hold Violations, Final || 0
|-
| Mapped cell area || 27600 um^2
|-
| GR Util met1 || around 30%
|-
| Routed wire length || slightly above 90 mm
|-
| Power density over cell area || 64.8 nW/um^2
|-
| Reg clk slew, reported paths || about 0.09 ns
|-
| Final worst path period need || ~8 ns
|-
| Library cell used as clock root buffer || clkbuf_16
|-
| Post-CTS Setup Inserts || 0
|-
| Die extent in y || slightly above 300 um
|-
| Count of unique library cells instantiated by Yosys || around 80
|-
| Class of the tightest hold or removal check || flip-flop to flip-flop
|-
| Worst IR drop on VDD || 0.0000889 V
|-
| Most common logic cell in the routed design || inv_1
|-
| Initial antenna violation count || 3
|-
| Half-perimeter wire length after detailed placement || 73.9 mm
|-
| Via Count || around 24000
|-
| Horiz. Die Dim || 306 um
|-
| Area figure in the yosys stat output || between 20000 and 30000 um^2
|-
| CTS-repair resized insts || 0
|-
| Top-level port count || roughly 350
|-
| Required time reported for the critical path endpoint || 17.40 ns
|-
| Share of post-route cells with drive strength above 1 || between 5 and 6%
|-
| Clock tree from TritonCTS || built
|-
| Category of the worst setup path launch point || input pin
|-
| Main synth FF type || dfxtp_1
|-
| Total design power || about 2.1 mW
|-
| Sequential share of the synthesized area || 14.1%
|-
| Routed vias/inst || between 5 and 6
|-
| CTS buffer count || 17
|-
| Initial DRT Pass Iterations || 5
|-
| CTS HTree Levels || 4
|-
| P&R area growth vs syn || 17.0%
|-
| Crit Path Class || input pin to flip-flop
|-
| First-pass GRT wire length || between 100 and 150 mm
|-
| Post-route antenna net violation count || 0
|-
| Global-route congestion overflow total || 0
|-
| Layer with the highest usage || met2
|-
| Total global routing track utilization || between 20% and 30%
|-
| Worst Max-Slew Pin Slew || about 0.76 ns
|-
| Final setup vio count || 0
|-
| RD Place Congestion || 0.942
|-
| Fmax || between 0.1 and 0.15 GHz
|-
| Nature of the critical path endpoint || flip-flop
|-
| Worst clock skew on the final layout || 0.0227 ns
|-
| Maximum number of pins on one net before global-route repair || 63
|-
| Number of sinks handled by clock tree synthesis || slightly below 200
|-
| Count of port buffers added during placement || ~330
|-
| RSZ-0062 raised after global routing || no
|-
| Share of flip-flops with an asynchronous set or reset || 0%
|}
## worst paths after layout
check	endpoint	cells past startpoint	startpoint	slack, ns
max	P_REG.in_reg[36]	16	PCIN[0]	8.83
min	B1_REG.in_reg[12]	2	B1_REG.in_reg[12]	0.49
min reg2reg	B1_REG.in_reg[12]	2	B1_REG.in_reg[12]	0.49
max reg2reg	Mul_reg.in_reg[34]	22	B1_REG.in_reg[3]	9.86
## through the flow
| stage | hold slack (ns) | util, % | cells | setup slack (ns) | area [um^2] |
|---|---|---|---|---|---|
| 2_1_floorplan | 0.444 | - | 3357 | 9.88 | 27600 |
| 5_1_grt | 0.518 | 35.6 | 4715 | 8.62 | 32300 |
| 4_1_cts | 0.490 | 35.6 | 4715 | 8.93 | 32300 |
| 3_5_place_dp | 0.477 | 35.0 | 4683 | 8.45 | 31700 |
| 6_report | 0.485 | 35.6 | 4716 | 8.83 | 32300 |
| 3_3_place_gp | 0.466 | 35.0 | 4683 | 8.36 | 31700 |
## power by group
part	switching [mW]	total [mW]	internal, mW
clock network	0.238	0.435	0.196
logic	0.612	1.10	0.485
registers	0.0652	0.563	0.498
total	0.915	2.09	1.18
## final cells by class
| class | count | area (um^2) |
|---|---|---|
| fill | 9303 | 58400 |
| multi-input combinational | 2466 | 21000 |
| sequential | 195 | 3910 |
| timing repair buffer | 385 | 3680 |
| inverter | 461 | 1730 |
| tap | 1176 | 1470 |
| clock buffer | 17 | 425 |
| clock inverter | 15 | 159 |
| antenna | 1 | 2.50 |
## cells by family after synthesis
| logic type | count (synthesis) | share of synthesized area, % |
|---|---|---|
| buffers and inverters | 696 | 10.1 |
| AOI/OAI and AO/OA | 602 | 15.0 |
| and+or+nand+nor | 959 | 16.3 |
| adders and majority gates | 528 | 31.0 |
| muxes | 246 | 9.28 |
| DFF | 195 | 14.1 |
| xor gates and xnor gates | 131 | 4.15 |
## critical path, cell delays in order
cell and delay (ns):
clkdlybuf4s50_1 0.39, mux2_2 0.32, a22oi_1 0.31, fa_1 0.31
inv_1 0.09, fa_1 0.48, a211o_1 0.36, a2111o_1 0.42
nand4bb_1 0.15, a31oi_1 0.22, a311oi_1 0.66, a21oi_1 0.35
a31oi_2 0.44, o21ai_1 0.12, xnor2_1 0.13, a2111oi_0 0.42
## Yosys cell counts (5+ instances only)
| master | instances | area share (%) |
|---|---|---|
| a21o_1 | 61 | 1.7 |
| mux2_2 | 82 | 3.3 |
| o21ai_0 | 84 | 1.5 |
| nand2b_1 | 28 | 0.63 |
| fa_1 | 261 | 19 |
| a21boi_0 | 6 | 0.16 |
| nor2b_1 | 34 | 0.77 |
| a22o_1 | 60 | 1.9 |
| nor3b_1 | 6 | 0.16 |
| dfxtp_1 | 195 | 14 |
| and2_1 | 138 | 3.1 |
| ha_1 | 267 | 12 |
| o211ai_1 | 13 | 0.35 |
| and3_1 | 19 | 0.43 |
| a221oi_1 | 6 | 0.19 |
| nor4_1 | 9 | 0.20 |
| mux2i_1 | 163 | 5.9 |
| nand3_1 | 33 | 0.60 |
| o21bai_1 | 27 | 0.73 |
| xnor2_1 | 95 | 3.0 |
| inv_1 | 459 | 6.2 |
| o21a_1 | 16 | 0.43 |
| a22oi_1 | 26 | 0.71 |
| a21oi_1 | 138 | 2.5 |
| o221ai_1 | 6 | 0.19 |
| a211oi_1 | 52 | 1.4 |
| or3_1 | 16 | 0.36 |
| a31oi_1 | 28 | 0.63 |
| a211o_1 | 7 | 0.22 |
| buf_4 | 49 | 1.3 |
| nand4_1 | 24 | 0.54 |
| clkbuf_1 | 158 | 2.1 |
| buf_1 | 26 | 0.35 |
| a2111oi_0 | 6 | 0.19 |
| nand2_1 | 293 | 4.0 |
| nor3_1 | 48 | 0.87 |
| o21ai_1 | 5 | 0.091 |
| nor2_1 | 287 | 3.9 |
| xor2_1 | 36 | 1.1 |
| o31ai_1 | 9 | 0.24 |
| o22ai_1 | 8 | 0.18 |
| a311oi_1 | 6 | 0.19 |
## layer usage
metal	vias to the layer above	part of all wire [%]
li1	11444	-
met1	11425	46
met2	826	44
met3	74	8.6
met4	4	1.4
met5	-	0.10
Power is estimated from default activity; no workload was simulated.
